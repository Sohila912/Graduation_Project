[flow/design.v]
module CRC_Enable_gen (
    input pulse_start_crc,    
    input clk,
    input rst,
    output reg enable_crc     
);
initial enable_crc = 0;
parameter waiting_l = 2'b00, on = 2'b01, waiting_h = 2'b10;
reg [1:0] current_state, next_state;
always @ (posedge clk or posedge rst) begin
    if (rst)
        current_state <= waiting_l;
    else
        current_state <= next_state;
end
always @ (current_state or pulse_start_crc) begin
    case (current_state)
        waiting_l: next_state = pulse_start_crc ? on : waiting_l;
        on:        next_state = waiting_h;
        waiting_h: next_state = pulse_start_crc ? waiting_h : waiting_l;
    endcase
end
always @ (current_state or rst) begin
    if (rst)
        enable_crc <= 1'b0;
    else
        enable_crc <= (current_state == on);
end
endmodule
[flow/constraint.sdc]
current_design CRC_Enable_gen

set clk_period 1.0
set clk_io_pct 0.2

create_clock -name clk0 -period $clk_period [get_ports {clk}]

set non_clock_inputs [all_inputs -no_clocks]
set_input_delay [expr $clk_period * $clk_io_pct] -clock clk0 $non_clock_inputs
set_output_delay [expr $clk_period * $clk_io_pct] -clock clk0 [all_outputs]
[flow/run.sh]
#!/bin/bash
# OpenROAD 26Q1-2900-gdf79404cd8, Yosys 0.63+post, stock flow scripts
make -C /OpenROAD-flow-scripts/flow DESIGN_CONFIG=/design/flow/config.mk WORK_HOME=/design/flow/orfs finish
[flow/config.mk]
export PLATFORM = sky130hd
export DESIGN_NAME = CRC_Enable_gen
export DESIGN_NICKNAME = CRC_Enable_gen
export VERILOG_FILES = /design/flow/design.v
export SDC_FILE = /design/flow/constraint.sdc
export NUM_CORES = 4
export LEC_CHECK = 1
export CORE_AREA = 10 10 70 70
export DIE_AREA = 0 0 80 80
==> Slide: Implementation Results <==
Implementation Results

Final timing
  • Final period utilization: 1.23
  • RSZ-0062 raised after global routing: yes
  • Fmax: 813 MHz
  • Slew headroom: 0.929
  • Worst Tran Pin Value: 106 ps
  • Fin Setup TNS: -230 ps
  • Minimum clock period: 1230 ps
  • Register pins left without a clock: 2
  • Fin worst setup slack: -230 ps
  • Count of final max-slew check failures: 0
  • Final hold slack: 288 ps
  • Fin. Hold Viols: 0
  • Endpoints left unconstrained: 4
  • Final setup viols: 1

Placement
  • Dpl ws: -411 ps
  • Placed cell count: 67
  • Routability cong.: 0.529
  • I/O Buffers: 3
  • DP Area: 268 um^2

Synth
  • Largest area contributor in the netlist: dfrtp_1
  • Post-synth cell types: 8
  • Largest type area fraction: 0.333
  • Synth warn: 1
  • Cell area leaders: dfrtp_1 (33%), ha_1 (25%), dlxtn_1 (20%)
  • Yosys synthesis chip area: 150 um^2
  • Ys cells: 14
  • Syn_area_per_cell: 10.7 um^2
  • Synth flops: 4
  • Post-Syn Area: 150 um^2
  • Post-Syn Instances: 14

Worst hold path
  • Worst min-delay path category: primary input to asynchronous set/reset pin

Power
  • Pwr/cell area: 940 nW/um^2
  • NetSw: 0.0519 mW
  • Clock power share: 0.648
  • Pwr Total: 0.277 mW
  • Internal Power: 0.226 mW
  • Pleak: 0.135 nW
  • Switching Fraction: 0.187
  • Seq pwr share: 0.296
  • Comb power frac: 0.057
  • Peak VDD IR: 0.000119 V

Global route
  • Largest net degree at the start of global routing: 3
  • Met1 GRT Util: 0.0140
  • Antenna violations before repair: 0
  • Grt total ovfl: 0
  • Met3 Use GR: 0.0114
  • Number of global-route vias before repair: 143
  • GR Layer Usage met2: 0.00963
  • Global route hottest layer: met1
  • Total GRT Usage: 0.0114
  • Global-route wire length before repair: 579 um

Routing
  • Total wire length: 321 um
  • Remaining routing DRC violations: 0
  • Drt first pass iters: 3
  • Drt wl/cell: 4.52 um
  • Vias per inst: 1.73
  • Diode count: 0
  • ANT nets after route: 0
  • Routed vias: 123
  • Iter 0 DRT Violations: 1

Clock tree
  • Hold buffers post-CTS: 0
  • CTS tree: done
  • CTS Buf Count: 3
  • CTS H-Tree Depth: 1
  • CTS max path bufs: 2
  • Clk root buf: clkbuf_4
  • Clk slew on worst S/H paths: 30 ps

Finish
  • Layout area overhead: 96.7%
  • Post-layout util: 0.0864
  • Fraction of layout cells with a size suffix above 1: 0.400
  • Most frequent cells in the layout: buf_4 (5), inv_1 (3), clkbuf_4 (3)
  • Finished Layout Cells: 71
  • Top cell excl fill/tap: buf_4
  • Design Area, Final: 295 um^2

Critical path
  • Crit Path Max Fanout: 2
  • CP max stage delay: 370 ps
  • CP Cell Sequence: inv_1 > ha_2 > nor2b_1 > buf_2
  • Crit-path slowest cell: dfrtp_1
  • Data arrival, critical path: 1030 ps
  • Data required, critical path: 800 ps
  • Crit Path Class: flop to output port
  • Worst setup SP type: flop
  • Setup crit end kind: output port

Floorplanning
  • Core Box Area: 3420 um^2
  • DIE HEIGHT: 80 um
  • Die Area: 6400 um^2
  • Die Wd: 80 um
  • Row Count: 21
  • Pre-Place Util: 0.0440
  • IO Pins: 4

Status
  • Status: finished with violations
  • Failing checks: setup timing

Run
  • Number of max-cap violations: 0
  • Tool warnings: 29
power groups by stage:
| stage | Clock [mW] | Combinational (mW) | Sequential, mW |
|---|---|---|---|
| after global routing | 0.203 | 0.0176 | 0.0819 |
| final | 0.180 | 0.0157 | 0.0820 |
| after CTS | 0.191 | 0.0160 | 0.0820 |
area by class of cell:
| cell class | count | area [um^2] |
|---|---|---|
| Tap cell | 46 | 57.6 |
| Fill cell | 407 | 3120 |
| Timing Repair Buffer | 8 | 62.6 |
| Sequential cell | 4 | 80.1 |
| Multi-Input combinational cell | 7 | 61.3 |
| Clock buffer | 3 | 22.5 |
| Inverter | 3 | 11.3 |
worst max-delay path: cells and delay by family (launching register included):
| family | cells | cell delay, ps |
|---|---|---|
| fa+ha+maj | 1 | 160 |
| buf+inv | 2 | 160 |
| flops | 1 | 370 |
| simple gates | 1 | 120 |
worst paths after layout:
check | from | endpoint | slack [ps] | cells after the start
max | current_state[1]$_DFF_PP0_ | enable_crc | -230 | 4
min | rst | current_state[1]$_DFF_PP0_ | 290 | 3
max in group asynchronous | rst | current_state[0]$_DFF_PP0_ | 600 | 3
min in group clk0 | rst | enable_crc | 1040 | 3
layer usage:
| metal | up-vias | part of all wire |
|---|---|---|
| met2 | 7 | 0.30 |
| met4 | 0 | 0.084 |
| li1 | 64 | - |
| met5 | - | 0 |
| met1 | 50 | 0.45 |
| met3 | 2 | 0.16 |
state kept, by name, indices dropped and copies added (netlist names):
name and count:
current_state 2, next_state 2
synthesized netlist by cell type:
master / number
dfrtp_1: 2
inv_1: 3
a21oi_1: 1
dlxtn_1: 2
and2_1: 1
ha_1: 3
nor2_1: 1
nor2b_1: 1
cell families after synthesis:
group	Yosys count	synth area share
latches	2	0.200
simple gates	3	0.108
compound gates	1	0.0333
buf+inv	3	0.0750
fa+ha+maj	3	0.250
flops	2	0.333
what timing repair did:
action	4_1_cts	5_1_grt
gates cloned	0	0
hold endpoints to repair	0	0
endpoints found under the setup margin	1	1
buffers inserted	1	0
gates resized	4	0
Power is estimated from default activity; no workload was simulated.

$ cat /design/flow/design.v
module CRC_synthesizable (
    input  logic        clk,
    input  logic        rst,
    input  logic        start,
    input  logic [7:0]  data_in,
    output logic        done,
    output logic [21:0] data_out   
);
    typedef enum logic [1:0] {
        IDLE    = 2'b00,
        ENCODE  = 2'b01,
        FINISH  = 2'b10
    } state_t;
    state_t current_state, next_state;
    logic [7:0]  message_reg;
    logic [13:0] crc_stage [0:8];   
    logic [21:0] result;
    logic [13:0] crc_comb;
    assign crc_stage[0] = 14'b0;
    genvar i;
    generate
        for (i = 0; i < 8; i++) begin : crc_gen
            wire fb = message_reg[7 - i] ^ crc_stage[i][13];
            assign crc_stage[i+1][0]  = fb;
            assign crc_stage[i+1][1]  = crc_stage[i][0];
            assign crc_stage[i+1][2]  = crc_stage[i][1];
            assign crc_stage[i+1][3]  = crc_stage[i][2] ^ fb;
            assign crc_stage[i+1][4]  = crc_stage[i][3] ^ fb;
            assign crc_stage[i+1][5]  = crc_stage[i][4];
            assign crc_stage[i+1][6]  = crc_stage[i][5];
            assign crc_stage[i+1][7]  = crc_stage[i][6] ^ fb;
            assign crc_stage[i+1][8]  = crc_stage[i][7] ^ fb;
            assign crc_stage[i+1][9]  = crc_stage[i][8];
            assign crc_stage[i+1][10] = crc_stage[i][9] ^ fb;
            assign crc_stage[i+1][11] = crc_stage[i][10];
            assign crc_stage[i+1][12] = crc_stage[i][11];
            assign crc_stage[i+1][13] = crc_stage[i][12];
        end
    endgenerate
    assign crc_comb = crc_stage[8];   
    always_ff @(posedge clk or posedge rst) begin
        if (rst) begin
            current_state <= IDLE;
            done          <= 1'b0;
            result        <= 22'b0;
            message_reg   <= 8'b0;
        end else begin
            current_state <= next_state;
            case (current_state)
                IDLE: begin
                    done <= 1'b0;
                    if (start) begin
                        message_reg <= data_in;
                    end
                end
                ENCODE: begin
                end
                FINISH: begin
                    result <= {message_reg, crc_comb};
                    done   <= 1'b1;
                end
            endcase
        end
    end
    always_comb begin
        case (current_state)
            IDLE:    next_state = (start) ? ENCODE : IDLE;
            ENCODE:  next_state = FINISH;
            FINISH:  next_state = IDLE;
            default: next_state = IDLE;
        endcase
    end
    assign data_out = result;
endmodule
$ cat /design/flow/run.sh
#!/bin/bash
# OpenROAD 26Q1-2900-gdf79404cd8, Yosys 0.63+post, stock flow scripts
make -C /OpenROAD-flow-scripts/flow DESIGN_CONFIG=/design/flow/config.mk WORK_HOME=/design/flow/orfs finish
$ cat /design/flow/config.mk
export PLATFORM = sky130hd
export DESIGN_NAME = CRC_synthesizable
export DESIGN_NICKNAME = CRC_synthesizable
export VERILOG_FILES = /design/flow/design.v
export SDC_FILE = /design/flow/constraint.sdc
export NUM_CORES = 4
export LEC_CHECK = 1
export CORE_AREA = 10 10 106 106
export DIE_AREA = 0 0 116 116
$ cat /design/flow/constraint.sdc
current_design CRC_synthesizable

set clk_period 2.0
set clk_io_pct 0.2

create_clock -name clk0 -period $clk_period [get_ports {clk}]

set non_clock_inputs [all_inputs -no_clocks]
set_input_delay [expr $clk_period * $clk_io_pct] -clock clk0 $non_clock_inputs
set_output_delay [expr $clk_period * $clk_io_pct] -clock clk0 [all_outputs]
==> flow_metrics.env <==
# implementation run metrics
export IMPL_crit_path_start_kind="flip-flop"
export IMPL_insertion_delay_ns=0.28
export IMPL_dr_pass1_iters=2
export IMPL_worst_hold_slack_ns=0.349
export IMPL_yosysTopAreaCellShare_pct=54.3
export IMPL_finalNonFillerCells=255
export IMPL_synth_chip_area_sq_um=1520
export IMPL_place_hpwl_mm=2.53
export IMPL_area_delta_synth_final_pct=35.4
export IMPL_ys_top_cells_by_area="dfrtp_1 54%, mux2_2 16%, xnor2_1 10%"
export IMPL_finalSetupViolCount=0
export IMPL_outcome="complete, no violations"
export IMPL_drc=0
export IMPL_n_fill_cell=948
export IMPL_drt_iter0_markers=47
export IMPL_ys_seq_elements=34
export IMPL_fin_crit_ns=1.57
export IMPL_warnings=25
export IMPL_ys_cells=111
export IMPL_cts_setup_buffers=0
export IMPL_finalCritPeriodShare_pct=78.3
export IMPL_n_antenna_cell=0
export IMPL_ant_nets=0
export IMPL_cts_htree_levels=2
export IMPL_post_route_util_pct=23.3
export IMPL_p_per_area_nw_per_um2=1770
export IMPL_fp_utilization_pct=17.2
export IMPL_synth_seq_share_pct=56.0
export IMPL_avgSynthCellArea_sq_um=13.7
export IMPL_power_total_uw=3640
export IMPL_p_leak_uw=0.000846
export IMPL_die_x_um=116
export IMPL_max_cap_viol_count=0
export IMPL_max_freq_mhz=639
export IMPL_avgViaCountPerCell=3.49
export IMPL_antenna_found_initial=0
export IMPL_wirelength_mm=3.36
export IMPL_post_drt_wl_per_cell_um=13.2
export IMPL_critPathKind="reg -> reg"
export IMPL_chipHeight_um=116
export IMPL_synth_area_sq_um=1520
export IMPL_fin_skew_ns=0.00746
export IMPL_setup_worst_path_end_class="flip-flop"
export IMPL_vias=890
export IMPL_final_setup_tns_ns=0
export IMPL_rsz0062_at_grt="no"
export IMPL_clk_pin_slew_worst_paths_ns=0.07
export IMPL_final_cell_mix="33 x dfrtp_1, 33 x clkdlybuf4s50_1, 22 x mux2_2"
export IMPL_drive_above_1_share_pct=23.8
export IMPL_overflow=0
export IMPL_hold_viol=0
export IMPL_cts_tree="done"
export IMPL_grt_max_degree=35
export IMPL_cts_sinks=34
export IMPL_final_comb_area_sq_um=608
export IMPL_place_port_buffers=33
export IMPL_synth_yosys_warnings=2
export IMPL_cts_buffers=5
export IMPL_synth_distinct_cells=18
export IMPL_largest_reg_flops=22
export IMPL_grt_use_total_pct=5.27
export IMPL_root_buffer="clkbuf_8"
export IMPL_tightest_slew_ns=0.668
export IMPL_crit_fanout=6
export IMPL_core_sq_um=8850
export IMPL_globalplace_congestion=0.729
export IMPL_core_rowCount=34
export IMPL_regArea_sq_um=852
export IMPL_placedCellCount=247
export IMPL_cts_buffer_depth=2
export IMPL_design_die_area_sq_um=13500
export IMPL_hold_path_class="reg -> reg"
export IMPL_vdd_drop_max_mv=0.438
export IMPL_cp_data_arrival_time_ns=1.73
export IMPL_worst_ep_required_time_ns=2.17
export IMPL_grt_pass1_vias=905
export IMPL_cts_repair_resized=0
export IMPL_relSlewSlack_pct=55.5
export IMPL_top_area_cell="dfrtp_1"
export IMPL_io_pins=34
export IMPL_synthesis_instances=111
export IMPL_drv_slew=0
export IMPL_holdBufCountCts=0
export IMPL_grt_first_pass_wirelength_mm=5.40
## critical path, cell delays in order (launching register included)
cell     delay, ns
dfrtp_1       0.51
xnor2_4       0.25
xnor3_1       0.42
mux2_2        0.27
## metal layers
layer	vias to the layer above	wire length, um	global-route usage [%]
li1	436	-	-
met3	0	271	2.62
met1	429	1590	7.65
met5	-	0	0
met2	25	1490	7.09
met4	0	0	0.667
## where the power goes
group / switching [uW] / leakage, uW / internal [uW]
clock network: 236 / 0.0000482 / 277
registers: 337 / 0.000400 / 1010
logic: 521 / 0.000398 / 1250
## stage by stage
| stage | worst slack, ns | cell area (sq um) |
|---|---|---|
| 3_5_place_dp | 0.280 | 1970 |
| 4_1_cts | 0.424 | 2060 |
| 5_1_grt | 0.355 | 2060 |
| 6_report | 0.435 | 2060 |
| 2_1_floorplan | 0.441 | 1520 |
| 3_3_place_gp | 0.328 | 1970 |
## cell families after synthesis
family,count (synthesis),synth area share [%]
simple gates,9,2.22
mux,22,16.3
buf+inv,12,3.95
compound gates,10,3.62
xor+xnor,24,17.9
flops,34,56.0
## layout make-up
class	count	area share, %
Multi-Input combinational cell	65	29.5
Timing Repair Buffer	37	17.5
Tap cell	108	6.57
Clock inverter	1	0.243
Inverter	3	0.547
Clock buffer	7	4.19
Sequential cell	34	41.4
## cell usage after synthesis
library cell	n
a21o_1	1
a21oi_1	8
buf_2	3
buf_4	1
buf_6	1
clkbuf_1	4
dfrtp_1	33
dfstp_2	1
inv_1	3
mux2_2	22
nand2_1	1
nor2_1	8
o21bai_1	1
xnor2_1	18
xnor2_4	1
xnor3_1	2
xor2_1	2
xor3_1	1
## final timing paths
kind,from,endpoint,slack (ns),depth (start not counted)
max in group asynchronous,rst,current_state[0]$_DFF_PP1_,1.14,3
min in group asynchronous,rst,result[19]$_DFFE_PP0P_,0.51,3
min,current_state[2]$_DFF_PP0_,current_state[1]$_DFF_PP0_,0.35,0
min reg2reg,current_state[2]$_DFF_PP0_,current_state[1]$_DFF_PP0_,0.35,0
max,message_reg[6]$_DFFE_PP0P_,result[10]$_DFFE_PP0P_,0.43,3
max reg2reg,message_reg[6]$_DFFE_PP0P_,result[10]$_DFFE_PP0P_,0.43,3
Power and IR drop assume default switching activity.
